==> /design/flow/design.v <==
module MFE(clk, reset, ready, busy, iaddr, idata, data_rd, addr, data_wr, wen);
input              clk, reset;
input              ready;
output reg         busy;
output reg  [13:0] iaddr;   
input       [ 7:0] idata;                          
input       [ 7:0] data_rd;                        
output reg  [13:0] addr;
output reg  [ 7:0] data_wr;
output reg         wen;
reg         [ 7:0] mat [8:0];
reg         [ 3:0] mat_rd_idx;                     
reg  signed [ 7:0] x_center;                        
reg  signed [ 7:0] y_center;                       
wire signed [ 1:0] dx = mat_rd_idx / 4'd3 - 4'd1;  
wire signed [ 1:0] dy = mat_rd_idx % 4'd3 - 4'd1;  
wire signed [ 7:0] x  = x_center + dx;
wire signed [ 7:0] y  = y_center + dy;
reg         [ 7:0] mat_for_sort [8:0];
reg         [ 3:0] sort_idx;
reg         [ 7:0] sort_a;
reg         [ 7:0] sort_b;
reg         [ 7:0] sort_c;
reg         [ 7:0] sort_s0;
reg         [ 7:0] sort_s1;
reg         [ 7:0] sort_s2;
parameter S_IDLE   =  0;
parameter S_RD_REQ =  1;
parameter S_RD_RES =  2;
parameter S_SORT_R =  3;
parameter S_SORT_C =  4;
parameter S_SORT_D =  5;
parameter S_SORT_E =  6;
parameter S_WR     =  7;
reg [2:0] state;
reg [2:0] n_state;
integer i;
task sort_2;
    input  [7:0] a, b;
    output [7:0] s0, s1;
    begin
        if (a < b) begin
            s0 = a;
            s1 = b;
        end
        else begin
            s0 = b;
            s1 = a;
        end
    end
endtask
task sort_3;
    input  [7:0] a, b, c;
    output [7:0] s0, s1, s2;
    begin
        if (a <= c && b <= c) begin
            s2 = c;
            sort_2(a, b, s0, s1);
        end
        else begin
            if (a <= b) begin  
                s2 = b;
                sort_2(a, c, s0, s1);
            end
            else begin
                s2 = a;
                sort_2(b, c, s0, s1);
            end
        end
    end
endtask
always @(posedge clk or posedge reset) begin
    if (reset)
        state <= S_IDLE;
    else
        state <= n_state;
end
always @(posedge clk) begin
    case (state)
        S_IDLE: begin
            busy <= 0;
            x_center   <= 0;
            y_center   <= 0;
            mat_rd_idx <= 0;
        end
        S_RD_REQ: begin
            wen  <= 0;
            busy <= 1;
            if (!(x < 0 || x >= 128 || y < 0 || y >= 128)) begin
                iaddr <= (y << 7) | x;
            end
        end
        S_RD_RES: begin
            for (i = 0; i < 9-1; i = i + 1) begin
                mat[i]          <= mat[i+1];
                mat_for_sort[i] <= mat[i+1];
            end
            if (x < 0 || x >= 128 || y < 0 || y >= 128) begin
                mat[8]          <= 0;
                mat_for_sort[8] <= 0;
            end
            else begin
                mat[8]          <= idata;
                mat_for_sort[8] <= idata;
            end
            if (mat_rd_idx == 8) begin
                mat_rd_idx <= 6;
                sort_idx   <= 0;
            end
            else begin
                mat_rd_idx <= mat_rd_idx + 4'd1;
            end
        end
        S_SORT_R: begin
            case (sort_idx)
                0: begin
                    sort_a <= mat_for_sort[0];
                    sort_b <= mat_for_sort[1];
                    sort_c <= mat_for_sort[2];
                    sort_idx <= 1;
                end
                1: begin
                    mat_for_sort[0] <= sort_s0;
                    mat_for_sort[1] <= sort_s1;
                    mat_for_sort[2] <= sort_s2;
                    sort_a <= mat_for_sort[3];
                    sort_b <= mat_for_sort[4];
                    sort_c <= mat_for_sort[5];
                    sort_idx <= 2;
                end
                2: begin
                    mat_for_sort[3] <= sort_s0;
                    mat_for_sort[4] <= sort_s1;
                    mat_for_sort[5] <= sort_s2;
                    sort_a <= mat_for_sort[6];
                    sort_b <= mat_for_sort[7];
                    sort_c <= mat_for_sort[8];
                    sort_idx <= 3;
                end
                3: begin
                    mat_for_sort[6] <= sort_s0;
                    mat_for_sort[7] <= sort_s1;
                    mat_for_sort[8] <= sort_s2;
                    sort_idx <= 4;
                end
                default: begin
                end
            endcase
        end
        S_SORT_C: begin
            case (sort_idx)
                4: begin
                    sort_a <= mat_for_sort[0];
                    sort_b <= mat_for_sort[3];
                    sort_c <= mat_for_sort[6];
                    sort_idx <= 5;
                end
                5: begin
                    mat_for_sort[0] <= sort_s0;
                    mat_for_sort[3] <= sort_s1;
                    mat_for_sort[6] <= sort_s2;
                    sort_a <= mat_for_sort[1];
                    sort_b <= mat_for_sort[4];
                    sort_c <= mat_for_sort[7];
                    sort_idx <= 6;
                end
                6: begin
                    mat_for_sort[1] <= sort_s0;
                    mat_for_sort[4] <= sort_s1;
                    mat_for_sort[7] <= sort_s2;
                    sort_a <= mat_for_sort[2];
                    sort_b <= mat_for_sort[5];
                    sort_c <= mat_for_sort[8];
                    sort_idx <= 7;
                end
                7: begin
                    mat_for_sort[2] <= sort_s0;
                    mat_for_sort[5] <= sort_s1;
                    mat_for_sort[8] <= sort_s2;
                    sort_idx <= 8;
                end
                default: begin
                end
            endcase
        end
        S_SORT_D: begin
            case (sort_idx)
                8: begin
                    sort_a <= mat_for_sort[2];
                    sort_b <= mat_for_sort[4];
                    sort_c <= mat_for_sort[6];
                    sort_idx <= 9;
                end
                9: begin
                    mat_for_sort[2] <= sort_s0;
                    mat_for_sort[4] <= sort_s1;
                    mat_for_sort[6] <= sort_s2;
                    sort_idx <= 0;
                end
                default: begin
                end
            endcase
        end
        S_SORT_E: begin
            sort_3(sort_a, sort_b, sort_c, sort_s0, sort_s1, sort_s2);
        end
        S_WR: begin
            addr    <= (y_center << 7) | x_center;
            data_wr <= mat_for_sort[4];
            wen     <= 1;
            if (x_center == 127) begin
                x_center   <= 0;
                y_center   <= y_center + 8'd1;
                mat_rd_idx <= 0;
            end
            else begin
                x_center   <= x_center + 8'd1;
            end
        end
        default: begin
        end
    endcase
end
always @(*) begin
    n_state = S_IDLE;
    case (state)
        S_IDLE: begin
            if (reset)
                n_state = S_IDLE;
            else
                n_state = S_RD_REQ;
        end
        S_RD_REQ: begin
            n_state = S_RD_RES;
        end
        S_RD_RES: begin
            if (mat_rd_idx == 8)
                n_state = S_SORT_R;
            else
                n_state = S_RD_REQ;
        end
        S_SORT_R: begin
            if (sort_idx == 3)
                n_state = S_SORT_C;
            else
                n_state = S_SORT_E;
        end
        S_SORT_C: begin
            if (sort_idx == 7)
                n_state = S_SORT_D;
            else
                n_state = S_SORT_E;
        end
        S_SORT_D: begin
            if (sort_idx == 9)
                n_state = S_WR;
            else
                n_state = S_SORT_E;
        end
        S_SORT_E: begin
            if (sort_idx <= 3)
                n_state = S_SORT_R;
            else if (sort_idx <= 7)
                n_state = S_SORT_C;
            else
                n_state = S_SORT_D;
        end
        S_WR: begin
            if (x_center == 127 && y_center == 127)
                n_state = S_IDLE;
            else
                n_state = S_RD_REQ;
        end
        default: begin
        end
    endcase
end
endmodule
==> /design/flow/run.sh <==
#!/bin/bash
# OpenROAD 26Q1-2900-gdf79404cd8, Yosys 0.63+post, stock flow scripts
make -C /OpenROAD-flow-scripts/flow DESIGN_CONFIG=/design/flow/config.mk WORK_HOME=/design/flow/orfs finish
==> /design/flow/config.mk <==
export PLATFORM = sky130hd
export DESIGN_NAME = MFE
export DESIGN_NICKNAME = MFE
export VERILOG_FILES = /design/flow/design.v
export SDC_FILE = /design/flow/constraint.sdc
export NUM_CORES = 4
export LEC_CHECK = 1
export CORE_UTILIZATION = 50
==> /design/flow/constraint.sdc <==
current_design MFE

set clk_period 5.5
set clk_io_pct 0.2

create_clock -name clk0 -period $clk_period [get_ports {clk}]

set non_clock_inputs [all_inputs -no_clocks]
set_input_delay [expr $clk_period * $clk_io_pct] -clock clk0 $non_clock_inputs
set_output_delay [expr $clk_period * $clk_io_pct] -clock clk0 [all_outputs]
==> results.toml <==
# synthesis and place-and-route metrics
[layout]
final-instance-count-excl-fill = 1389
area_delta_synth_final_pct = 14.42
n_fill_cell = 1956
utilization_pct = 58.77
drive_above_1_share_pct = 12.21
area.sequential_sq_mm = 0.007670
layout.area.comb_sq_mm = 0.004616

[die]
design.core.area_sq_mm = 0.02453
initCoreUtil_pct = 51.37
die_h_microns = 160.8
chipArea_sq_mm = 0.02584
num_rows = 57
die_x_microns = 160.8
io_pins = 57

[placement]
detailed_place_hpwl_microns = 20290
placedCellCount = 1336
buffer_ports.inserted = 47
routability_congestion_estimate_from_global_placement = 0.8694

[routing]
ratio_of_routed_vias_to_standard_cells = 6.045
route.final.wire_length_microns = 31020
antenna_cells_inserted = 0
antenna_violating_nets_post_route = 0
vias = 8397
initialDrtViolationCount = 841
drc_errors = 0
detailedRoute.firstPassIterationCount = 5
routedWlPerCell_microns = 22.33

[run_status]
status = "complete, no violations"

[synth]
synth.yosys.chip_area_sq_mm = 0.01260
synth_warnings = 3
synth_async_sr_flop_share_pct = 3.077
yosys-mux-area-fraction_pct = 3.793
post_synth.cell_area_avg_sq_um = 12.76
xor_share_pct = 2.174
synth.area.top_cells = "edfxtp_1 (58%), ha_1 (4.6%), a221o_1 (3.8%)"
ys_ff = 260
yosys.area_share.simple_pct = 10.66
synth-cells-yosys = 988
synth_area_leader_cell = "edfxtp_1"
synth_top_area_share_pct = 57.66
ys_top_logic_family = "AND-OR/OR-AND gates"
synth_sequential_area_ratio_pct = 60.85
post_synth_ao_oa_area_fraction_pct = 14.92
synth_cell_types = 66
adder_share_pct = 4.885
synth-edff-count = 242
synthCells = 988
post_synth_instance_area_sq_mm = 0.01260
synth_top_flop_cell = "edfxtp_1"

[global_routing]
first_global_vias = 8360
grt_pass1_wl_microns = 48180
pin_count_of_the_biggest_net_entering_global_routing = 56
gr-usage-all-layers_pct = 26.72
global_route.overflow_total = 0
antenna_found_initial = 0

[worst_setup_path]
worst_ep_required_time_ps = 5730
setup.worst_path.end_class = "flop"
setup.worst_path.class = "reg2reg"
cp_cell_sequence = "nor2b_1 -> ha_1 -> inv_1 -> ha_1 -> and2b_1 -> a221o_1 -> inv_1 -> ha_1 -> nand2b_1 -> o2bb2ai_2 -> mux2i_2 -> xnor2_2 -> ha_1 -> a21oi_1 -> nand2_1 -> a21oi_1 -> and2b_2 -> o22ai_4 -> xnor2_2 -> and3_1 -> buf_4"
r2r-start = "mat_rd_idx[3]"
worst_ep_arrival_time_ps = 5290
startpoint_type = "flop"
crit_path_frequent_cell = "ha_1"
cpLargestDelayFamily = "simple AND/OR/NAND/NOR gates"
cp_slowest_cell = "xnor2_2"
regToRegSetupSlack_ps = 440
r2r.worst_path.cells = 21
critical_path.reg2reg.endpoint = "iaddr[4]"
cp_max_fo = 14
delay_contributed_by_the_slowest_stage_of_the_critical_path_ps = 510
cp.buffers_inverters = 3

[clock_network]
cts-root-to-sink-buffers = 3
cts_tree = "yes"
ctsHtreeMaxLevel = 1
clk_pin_slew_worst_paths_ps = 60
cts.root.buffer_cell = "clkbuf_16"
postCtsSetupRepairBufs = 0
post_cts_resize_count = 0
cts_sinks = 260
number_of_cts_inserted_buffers = 29
post_cts_hold_buffer_count = 0
worst_skew_pair.late_latency_ps = 540

[job]
tool_warnings = 37
maxCapViolCount = 0

[min_path]
timing.hold.worst.start = "mat[5][3]"
holdPathEnd = "mat[4][3]"
hold_class = "reg2reg"
whs_path_depth = 0

[timing]
setup-tns-final_ps = 0
finalMaxSlewViolations = 0
fin_crit_ps = 5064
rsz0062_at_grt = "no"
largest_clock_skew_in_the_final_design_ps = 9.833
final-hold-violation-count = 0
timing.final.setup_violations = 0
finalCritPeriodShare_pct = 92.08
whs_ps = 442.8
tightestPinTransition_ps = 826.4
max_slew_margin_pct = 44.54
timing.fmax_mhz = 197.5
cells in the mapped netlist, types with 8 or more instances:
master    count
dfxtp_1      10
ha_1         46
a221o_1      48
a311oi_1      8
o21ai_1       8
clkbuf_1     50
a22oi_1      61
a22o_1        8
nand2b_1      8
a32oi_1       8
mux2i_1      16
and3_1       17
nor2_1       38
nor2b_1      13
a31oi_1       8
nand2_1     108
nand3_1      16
and2_1       23
o21ai_0      36
inv_1        32
or2_2        13
edfxtp_1    242
a21o_1       13
a21oi_1      30
mux2_2       19
nand4_1       8
nor3_1       10
xnor2_1      11
xor2_1       11
cell families after synthesis:
family / Yosys count
and+or+nand+nor: 274
buffers and inverters: 86
adders and majority gates: 48
AOI/OAI and AO/OA: 251
DFF: 260
xor gates and xnor gates: 27
muxes: 42
per-stage QoR:
step / setup WS, ps / area [sq um]
after CTS: 402.5 / 14420
after global routing: 93.41 / 14420
final: 435.6 / 14420
after global placement: 468.9 / 13510
after floorplan: 111.9 / 12600
after detailed placement: 432.3 / 13510
layer usage:
metal | global-route usage, % | part of all wire, % | vias up
li1 | - | - | 3934
met1 | 44.09 | 43 | 4012
met2 | 36.88 | 44 | 401
met3 | 11.67 | 11 | 50
met4 | 4.245 | 2.0 | 0
met5 | 0.5682 | 0 | -
worst max path at each step:
stage                 depth (start not counted)       end  slack (ps)     startpoint
after global routing                         21  iaddr[9]          90  mat_rd_idx[3]
final                                        21  iaddr[4]         440  mat_rd_idx[3]
after CTS                                    21  iaddr[4]         400  mat_rd_idx[3]
layout make-up:
type                    count  area share, %
repair buffers             78          4.877
flip-flops and latches    260          53.19
well taps                 324          2.812
clock inverters            14         0.9806
inverters                  32         0.8330
clock buffers              39          5.293
multi-input cells         642          32.01
worst reg2reg max path: stages, from the launching register on:
cell,delay [ps]
edfxtp_1,480
nor2b_1,210
ha_1,170
inv_1,40
ha_1,230
and2b_1,170
a221o_1,320
inv_1,70
ha_1,160
nand2b_1,150
o2bb2ai_2,100
mux2i_2,180
xnor2_2,510
ha_1,390
a21oi_1,230
nand2_1,80
a21oi_1,160
and2b_2,250
o22ai_4,160
xnor2_2,220
and3_1,210
buf_4,240
sequential cells by signal (all words and copies together), names as in the netlist, 10 cells and up:
| signal | count |
|---|---|
| mat | 64 |
| sort_idx | 10 |
| addr | 14 |
| iaddr | 14 |
| mat_for_sort | 72 |
layout by cell type (no fill, tap or decap), types with 13 or more instances in the layout:
cell type and instances:
nor2_1 37, clkdlybuf4s50_1 47, a22oi_1 61, clkbuf_16 29, nand3_1 16, mux2i_1 16
and2_1 23, and3_1 17, buf_4 31, o21ai_0 36, nor2b_1 13, a21o_1 13
ha_1 46, a221o_1 48, inv_1 32, nand2_1 108, edfxtp_1 242, a21oi_1 29
or2_2 13, mux2_2 19
